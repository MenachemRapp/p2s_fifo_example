[./design.v]
module fifo_with_params
  #(
    parameter FIFO_DEPTH = 8,
    parameter FIFO_WIDTH = 11,
    parameter NUM_LOOPS  = 3,
    parameter ADD_MODE   = 1
    )
   (
    input                         clk ,
    input                         rstn ,
    input                         push ,
    input [FIFO_WIDTH-1:0]        push_data ,
    input                         pop ,
    output reg [FIFO_WIDTH-1:0] pop_data ,
    output reg                  empty ,
    output reg                  full 
    );
   reg [FIFO_WIDTH-1:0]         pop_data_internal;
   reg [FIFO_WIDTH-1:0]         mem [FIFO_DEPTH-1:0];
   reg [$clog2(FIFO_DEPTH)-1:0]   wptr;
   reg [$clog2(FIFO_DEPTH)-1:0]   rptr;
   reg [$clog2(FIFO_DEPTH)-1:0]   level;
   always @(posedge clk or negedge rstn)
     if (!rstn)
       begin
	  wptr <= 0;
	  rptr <= 0;
       end
     else
       begin
	  if (push)
	    begin
	       mem[wptr] <= push_data;
	       wptr <= wptr + 1'b1;
            end
	  if (pop)
	    rptr <= rptr + 1'b1;
       end
   always_comb
     begin
        pop_data_internal = mem[rptr];
        empty       = (wptr == rptr);
        level       = (wptr >= rptr) ?
                      (wptr - rptr) : 
                      (wptr + FIFO_DEPTH - rptr);
        full        = (level == FIFO_DEPTH-1);
     end
   reg [FIFO_WIDTH-1:0] pipe_data [NUM_LOOPS-1:0] ;
   reg [NUM_LOOPS:1]                   pop_shift;
   always @(posedge clk or negedge rstn)
     if (!rstn)
       begin
          pop_shift <= 0;
          for (int i=0; i<NUM_LOOPS; i=i+1)
            pipe_data[i]                 <= 0;
       end
     else
       begin
          pop_shift <= {pop_shift, pop};
          for (int i=NUM_LOOPS-1; i>0; i=i-1)
            if (pop_shift[i])
              if (ADD_MODE==1)
                pipe_data[i] <= pipe_data[i-1] + 1;
              else
                pipe_data[i] <= pipe_data[i-1] - 1;
          if (pop)
            if (ADD_MODE==1)
              pipe_data[0] <= pop_data_internal + 1;
            else
              pipe_data[0] <= pop_data_internal - 1;
          else
            pipe_data[0] <= 0;
       end
   assign pop_data = pipe_data[NUM_LOOPS-1];
endmodule
[./run.sh]
#!/bin/bash
# OpenROAD 26Q1-2900-gdf79404cd8, Yosys 0.63+post, stock flow scripts
make -C /OpenROAD-flow-scripts/flow DESIGN_CONFIG=/design/flow/config.mk WORK_HOME=/design/flow/orfs finish
[./config.mk]
export PLATFORM = sky130hd
export DESIGN_NAME = fifo_with_params
export DESIGN_NICKNAME = fifo_with_params
export VERILOG_FILES = /design/flow/design.v
export SDC_FILE = /design/flow/constraint.sdc
export NUM_CORES = 4
export LEC_CHECK = 1
export CORE_UTILIZATION = 30
[./constraint.sdc]
current_design fifo_with_params

set clk_period 5.5
set clk_io_pct 0.2

create_clock -name clk0 -period $clk_period [get_ports {clk}]

set non_clock_inputs [all_inputs -no_clocks]
set_input_delay [expr $clk_period * $clk_io_pct] -clock clk0 $non_clock_inputs
set_output_delay [expr $clk_period * $clk_io_pct] -clock clk0 [all_outputs]
==> deck_impl_summary.md <==
Synthesis and Place & Route Summary

STA
  • Final worst path period share: 0.7351
  • Max Clk Rate: 247.4 MHz
  • # setup viols final: 0
  • Slew headroom: 0.4946
  • Setup_tns: 0 ps
  • Worst Skew: 13.37 ps
  • Tightest Pin Transition: 758.1 ps
  • Crit path time final: 4043 ps
  • Final hold violation count: 0
  • RSZ-0062 raised after global routing: false
  • Slew Viols, Final: 0

Placed design
  • Placement Cell Area: 0.006017 sq mm
  • Port-buffer cells: 27
  • GPL Wtd Cong: 0.8653
  • HPWL after DPL: 7111 um

Logic synthesis
  • Adder Area Share: 0.04234
  • Comb area leader: AND-OR/OR-AND gates
  • Multiplexer share: 0.03210
  • Ys async rst share: 0.3178
  • Post-synth seq share: 0.6674
  • Post-Syn Area per Cell: 13.74 sq um
  • Synth cell count leaders: edfxtp_1, dfrtp_1, nor2_1, nand2_1, a21oi_1
  • Post-synthesis xor/xnor area fraction: 0.03984
  • Flops out of synthesis: 129
  • Simple Share, Synth: 0.09219
  • Compound Share, Synth: 0.1020
  • Syn. warnings: 4
  • Area leader share: 0.4808
  • Post-synth area hogs: edfxtp_1, dfrtp_1, ha_1
  • Post-Syn Instances: 400
  • Yosys chip area: 0.005497 sq mm
  • Yosys top cell by instances: edfxtp_1
  • EDFF count, synth: 88
  • Synth Cell Area: 0.005497 sq mm
  • Synth cell types: 45
  • Most common reg cell: edfxtp_1
  • Cell total in the yosys stat output: 400
  • Cell type with the largest total area: edfxtp_1

Worst setup path
  • Reg2reg start: rptr[2]
  • CP max FO: 24
  • CP startpoint: rptr[2]
  • Reg-to-reg slack, setup: 1460 ps
  • Crit path DRT: 5760 ps
  • Setup crit end: pipe_data[0][10]
  • Worst r2r dst: pipe_data[0][10]
  • Critical path endpoint category: register
  • Setup CP Type: reg2reg
  • CP Data Arrival Time: 4310 ps
  • Worst reg2reg path depth: 12
  • Crit start category: register

Finish
  • Core Util, Final: 0.3686
  • Share of cells above drive strength 1: 0.1292
  • Design Area, Final: 0.006621 sq mm
  • Area Growth Syn to Fin: 20.46%

Die
  • Core Footprint: 0.01796 sq mm
  • Die Y: 137.4 um
  • Die area: 0.01887 sq mm
  • # IOs: 28
  • Floorplan utilization: 0.3060
  • Row cnt: 49
  • Die width: 137.4 um

Clocking
  • Clk latency late pin: 410 ps
  • Htree depth: 4
  • Worst-path clk slew: 60 ps
  • Num CTS Buffers: 17
  • CTS sink cnt: 129
  • CTS tree: yes
  • Setup bufs post-CTS: 0
  • Hold_buf cts: 0
  • Root buffer cell: clkbuf_16
  • Post-CTS Resized: 0
  • Clock Tree Buf Depth: 2

Power
  • Leakage: 0.002392 uW
  • VDD IR max: 0.0003504 V
  • PwrDens: 553.6 mW/mm^2
  • Power Total: 3666 uW

Global route
  • Initial antenna violation count: 0
  • Global-route wire length before repair: 17,660 um
  • Tot GR Track Use: 0.1300
  • Vias in the first global route: 3,309
  • Pin count of the biggest net entering global routing: 47
  • Total gr overflow: 0

Min path
  • Hold Crit Class: reg2reg

Drt
  • Number of routed nets with antenna violations: 0
  • Total number of vias: 3,290
  • Ant diodes: 0
  • Routed WL: 10,650 um
  • Via density: 4.853
  • Initial DRC count: 163
  • Mean routed wirelength per cell: 15.70 um
  • DR DRC count: 0
  • Pre-Repair DR Iteration Count: 5

Flow run
  • Tool Warnings: 34
  • Maxcap violations: 0

Status
  • Status: finished clean
-- cell usage in the layout, fill, tap and decap left out, types with 3 or more instances in the layout --
cell	n
a21oi_1	20
a221oi_1	8
a222oi_1	6
a22o_1	10
a31oi_1	5
and2_1	3
and3_1	6
buf_4	8
bufinv_16	3
clkbuf_16	17
clkdlybuf4s50_1	26
clkinvlp_4	3
dfrtp_1	41
edfxtp_1	88
ha_1	17
inv_1	11
mux2_2	13
mux2i_1	3
nand2_1	24
nand3_1	15
nor2_1	38
nor3_1	9
o21ai_0	7
o31ai_1	4
xnor2_1	13
xor2_1	12
-- how the worst min path moves through the flow --
| stage | from | to | slack (ps) | depth (start not counted) |
|---|---|---|---|---|
| after CTS | pipe_data[0][0] | pipe_data[1][0] | 510 | 1 |
| after global routing | pipe_data[2][1] | pipe_data[2][1] | 520 | 1 |
| final | pipe_data[0][0] | pipe_data[1][0] | 500 | 1 |
-- critical path: stages, from the launching register on --
cell	delay, ps
dfrtp_1	320
buf_4	280
inv_1	180
ha_1	400
or4_4	540
or2_1	440
a41oi_1	470
ha_1	260
inv_1	60
a311oi_1	250
nand4_1	260
nor4_1	330
nor3b_1	90
-- per-layer routing --
layer  vias to the layer above  track usage  wire, um
met5                         -      0.01944        44
met4                         2      0.01832       111
met3                         9      0.05443       899
met2                       122       0.2026      5045
met1                      1568       0.1778      4545
li1                       1589            -         -
-- sequential cells by signal, indices dropped and copies added, names as in the netlist --
signal and flops:
pipe_data 33, mem 88, rptr 3, pop_shift 2, wptr 3
-- area by class of cell --
cell class	count	area [sq um]
well taps	229	286.5
repair buffers	35	325.3
flip-flops and latches	129	3669
fillers	1662	11340
inverters	11	41.29
multi-input cells	242	1695
clock inverters	12	157.7
clock buffers	20	446.7
-- report_power, final --
| part | total [uW] | internal (uW) | switching [uW] |
|---|---|---|---|
| clock network | 1130 | 727 | 399 |
| logic | 1230 | 540 | 688 |
| registers | 1310 | 1200 | 107 |
-- through the flow --
step / instances / setup slack, ps / hold WS, ps
after floorplan: 400 / 2171 / 370.4
after global placement: 646 / 1665 / 490.0
after detailed placement: 646 / 1490 / 495.6
after CTS: 678 / 1453 / 509.8
after global routing: 678 / 1057 / 520.4
final: 678 / 1457 / 499.2
-- kinds of logic (layout without fill, tap and decap cells) --
kind of cell / after synthesis / count (layout)
compound gates: 75 / 75
fa+ha+maj: 18 / 18
buf+inv: 29 / 78
mux: 16 / 16
flops: 129 / 129
simple gates: 108 / 108
xor+xnor: 25 / 25
No activity file was given, so power comes from the tool's default toggle rates.
